==> /design/flow/design.v <==
interface my_if(input clk, input rst_n);
	logic [7:0]  	A;
	logic [7:0] 	B;
	logic [2:0]  	op;
	logic 			start;
	logic 			done;
	logic [15:0] 	result;
endinterface
module single_cycle (
    input  logic [7:0]  A,
    input  logic [7:0]  B,
    input  logic        clk,
    input  logic [2:0]  op,
    input  logic        reset_n,
    input  logic        start,
    output logic        done_aax,
    output logic [15:0] result_aax
);
    logic [7:0]  a_int, b_int;
    logic [15:0] mul_int1, mul_int2;
    logic        done_aax_int;
    always_ff @(posedge clk) begin
        if (!reset_n) begin
            result_aax <= 16'b0;
        end
        else begin
            if (start) begin
                case (op)
                    3'b001: result_aax <= {8'b0, A} + {8'b0, B};   
                    3'b010: result_aax <= {8'b0, A} & {8'b0, B};    
                    3'b011: result_aax <= {8'b0, A} ^ {8'b0, B};    
                    default: ;  
                endcase
            end
        end
    end
    always_ff @(posedge clk or negedge reset_n) begin
        if (!reset_n) begin
            done_aax_int <= 1'b0;
        end
        else begin
            done_aax_int <= (start && (op != 3'b000));
        end
    end
    assign done_aax = done_aax_int;
endmodule
module three_cycle (
    input  logic [7:0]  A,
    input  logic [7:0]  B,
    input  logic        clk,
    input  logic        reset_n,
    input  logic        start,
    output logic        done_mult,
    output logic [15:0] result_mult
);
    logic [7:0]  a_int, b_int;       
    logic [15:0] mult1, mult2;       
    logic        done3, done2, done1, done_mult_int;   
    always_ff @(posedge clk or negedge reset_n) begin
        if (!reset_n) begin
            done_mult_int <= '0;
            done3         <= '0;
            done2         <= '0;
            done1         <= '0;
            a_int         <= '0;
            b_int         <= '0;
            mult1         <= '0;
            mult2         <= '0;
            result_mult   <= '0;
        end
        else begin
            a_int       <= A;
            b_int       <= B;
            mult1       <= a_int * b_int;   
            mult2       <= mult1;           
            result_mult <= mult2;           
            done3       <= start && !done_mult_int;
            done2       <= done3 && !done_mult_int;
            done1      <= done2 && !done_mult_int;
            done_mult_int <= done1 && !done_mult_int;
        end
    end
    assign done_mult = done_mult_int;
endmodule
module tinyalu (
    input  logic [7:0]  A,
    input  logic [7:0]  B,
    input  logic        clk,
    input  logic [2:0]  op,
    input  logic        reset_n,
    input  logic        start,
    output logic        done,
    output logic [15:0] result
);
	logic done_aax;
	logic done_mult;
	logic [15:0] result_aax;
	logic [15:0] result_mult;
	logic start_single;  
	logic start_mult;    
	logic done_internal;
	single_cycle add_and_xor (
		.A(A),
		.B(B),
		.clk(clk),
		.op(op),
		.reset_n(reset_n),
		.start(start_single),
		.done_aax(done_aax),
		.result_aax(result_aax)
	);
	three_cycle mult (
		.A(A),
		.B(B),
		.clk(clk),
		.reset_n(reset_n),
		.start(start_mult),
		.done_mult(done_mult),
		.result_mult(result_mult)
	);
	always_comb begin
		case (op[2])
		1'b0: begin
			start_single = start;
			start_mult   = 1'b0;
		end
		1'b1: begin
			start_single = 1'b0;
			start_mult   = start;
		end
		default: begin
			start_single = 1'b0;
			start_mult   = 1'b0;
		end
		endcase
	end
	always_comb begin
		case (op[2])
		1'b0: result = result_aax;
		1'b1: result = result_mult;
		default: result = 'X;
		endcase
	end
	always_comb begin
		case (op[2])
		1'b0: done_internal = done_aax;
		1'b1: done_internal = done_mult;
		default: done_internal = 1'bX;
		endcase
	end
	assign done = done_internal;
endmodule
==> /design/flow/run.sh <==
#!/bin/bash
# OpenROAD 26Q1-2900-gdf79404cd8, Yosys 0.63+post, stock flow scripts
make -C /OpenROAD-flow-scripts/flow DESIGN_CONFIG=/design/flow/config.mk WORK_HOME=/design/flow/orfs finish
==> /design/flow/config.mk <==
export PLATFORM = sky130hd
export DESIGN_NAME = tinyalu
export DESIGN_NICKNAME = tinyalu
export VERILOG_FILES = /design/flow/design.v
export SDC_FILE = /design/flow/constraint.sdc
export NUM_CORES = 4
export LEC_CHECK = 1
export CORE_UTILIZATION = 40
==> /design/flow/constraint.sdc <==
current_design tinyalu

set clk_period 8.9
set clk_io_pct 0.2

create_clock -name clk0 -period $clk_period [get_ports {clk}]

set non_clock_inputs [all_inputs -no_clocks]
set_input_delay [expr $clk_period * $clk_io_pct] -clock clk0 $non_clock_inputs
set_output_delay [expr $clk_period * $clk_io_pct] -clock clk0 [all_outputs]
==> COMMIT_EDITMSG <==
Refresh implementation metrics

* Die Y: roughly 110 µm
- Clock transition at the register clock pins on the worst setup and hold paths after CTS: ~0.050 ns
- Registers take around 0.0019 mm².
* Syn Inst Count: 443
- Sinks on the clock net: 78
* Buffers from clock root to sink, at most: 2
- R2r worst-path depth: 12
- Unrepaired setup endpoints after global routing: no
* End of the worst hold path: mult.result_mult[7]
- Post-route clock period utilization: between 60% and 70%
- Per the synth stats, the flop cell with the highest instance count is sky130_fd_sc_hd__dfrtp_1.
- Critical path's slowest cell: sky130_fd_sc_hd__clkdlybuf4s50_1
- For reference, the placement row count at floorplan is 39.
- The overall die size recorded for this design is between 0.01 and 0.015 mm².
- Per the final timing report, the hold violations number 0.
- Post-synth EDFFs: 0
- HPWL after detailed placement: 6.86 mm
- Across the run, the number of max-cap violations was 0.
- The first global-routing pass estimated approximately 15 mm of wire.
* Area share of the largest cell type after synthesis: roughly 36%
* Ratio of cells with drive above 1 in the final layout: 6.11%
* Horiz. Die Dim: between 100 and 150 µm
- Arrival time worst endpoint: 3.57 ns
- The flow reported a cell area power density of 223 mW/mm².
- STA classifies the critical path startpoint as an input pin.
* Number of nets still failing antenna checks after routing: 0
* Area growth from synthesis to layout: 16.7%
* Grt met3 use: under 10%
- In this run switching power makes up slightly above 30% of total power.
- CTS placed an instance of sky130_fd_sc_hd__clkbuf_16 at the clock tree root.
* Overall routed net length: between 8 and 9 mm
- Worst-path cell chain: clkdlybuf4s50_1 > mux2_2 > clkdlybuf4s50_1
* Total of flip-flops plus latches after synthesis: ~78
- STA classifies the critical path endpoint as a primary output.
- Initial antenna violation count: 0
* Yosys Instances: 443
- Summing the sequential cell areas from Yosys gives about 39% of the chip area.
* Per-cell routed wire length: 14.1 µm
* Time the worst path needs with I/O delays and setup: between 5 and 6 ns
* Cts-stage hold buffer count: 0
* Portion of total power attributed to combinational logic: a little over a third
- Iteration-0 DRC count of the detailed router: 175
* Most heavily used metal layer in global routing: met2
* Async S/R FF share, synth: 88.5%
- The slew check shows that the tightest pin keeps a relative margin of 47.9%.
- The share of the core area taken by cells at floorplan is a little over two fifths.
* Grt total ovfl: 0
- In this run, flip-flops and latches consume between 30% and 40% of the power.
- Slew at the pin with the worst max-slew slack: between 0.7 and 0.8 ns
* Met2 demand-to-capacity share in global routing: 25.8%
- In this run the cell area of the synthesized design comes to roughly 0.0048 mm².
- Dividing the detail-routed via count by the number of cells gives 5.11.
- The last timing report of the flow puts the setup violation total at 0.
- Number of distinct library cell variants in the gate-level netlist after synthesis: 48
- Warnings reported by Yosys during synthesis add up to 3.
* Met1 global-route usage: roughly 24%
- Min-delay worst type: reg -> reg
- STA puts the critical path data required time at about 7 ns.
- Area taken by multi-input logic gates: around 0.0027 mm²
- In this design, the stage delay of the slowest critical-path cell is around 0.98 ns.
* Most numerous logic cells after layout: sky130_fd_sc_hd__dfrtp_1 (69), sky130_fd_sc_hd__inv_1 (57), sky130_fd_sc_hd__and2_1 (54)
- The top cell type in the final layout, fill and taps aside, is sky130_fd_sc_hd__dfrtp_1.
* Log Warnings: 25
- Pin count of the biggest net entering global routing: approximately 42
* Input/output buffers: 38
- Via count of the first global-routing pass: roughly 3.1k
* Power Internal: ~0.00087 W
- The startpoint identified for the worst hold timing path is mult.mult2[7].
- The power report puts the net switching power at 0.000392 W.
- Slack of the worst reg-to-reg path: approximately 4.5 ns
- Mean instance size in the synthesized netlist: between 10 and 15 µm²
- Worst reg2reg path endpoint: mult.mult1[15]
- Crit-path most repeated cell: sky130_fd_sc_hd__clkdlybuf4s50_1
- Across the VDD grid, the largest voltage drop is 0.0000872 V.
* Post-CTS sizing: 0
- Total design power: roughly 0.0013 W
* Setup repair bufs after CTS: 0
* Leakage Power: between 2 and 3 nW
- Main area contributors: sky130_fd_sc_hd__dfrtp_1 (36%), sky130_fd_sc_hd__fa_1 (15%), sky130_fd_sc_hd__ha_1 (11%)
* Final clock skew: between 0.006 and 0.007 ns
- Per the layout report, the design carries around 1.0k filler cells.
- The biggest area contributor in the post-synthesis netlist is sky130_fd_sc_hd__dfrtp_1.
- At the end of routability-driven placement, the weighted congestion stood at roughly 0.8.
- Status: complete, no violations
* Fraction of power consumed by the clock network: between 20 and 30%
- Core footprint: 0.0116 mm²
* Startpoint of the worst-slack reg-to-reg timing path: mult.b_int[7]
* Total via count in the routed design: approximately 3.2k
* Number of clock buffers inserted by TritonCTS: 9
- The number of antenna diodes in the final layout is 0.
- TritonCTS built the clock tree.
* Class of the most critical setup path: in -> out
- Counting instances, the worst hold path has a depth of 0.
- Biggest fanout along the worst timing path: 22
* I/O pin total: 39
* Tot GR Track Use: 16.1%
- After detailed routing, the number of remaining DRC violations is 0.
- After synthesis, the chip area reported by Yosys is between 0.004 and 0.005 mm².
- Clock insertion delay at the later pin of the skew report: about 0.33 ns
- Maximum level of the CTS H-tree: 3
- The final layout reports a setup TNS of 0 ns.
- Number of search-and-repair iterations in the first detailed-routing pass: 17
- The final max-slew violation count recorded for this run is 0.
- The highest clock rate this design can be run at is about 190 MHz.
-- synthesized netlist by cell type (all sizes together) (2+ instances only) --
cell type / count
a21oi: 14
a221oi: 2
and2: 54
clkbuf: 5
dfrtp: 69
dfxtp: 9
fa: 37
ha: 44
inv: 57
mux2: 10
mux2i: 3
nand2: 34
nand2b: 3
nand3: 4
nor2: 11
nor2b: 10
nor3: 3
nor4: 4
o211ai: 3
o21a: 9
o21ai: 15
o21bai: 3
o22ai: 4
o31a: 3
o31ai: 3
or4: 4
xnor2: 10
-- layer usage --
metal | vias up | wire (µm)
met5 | - | 0
met4 | 0 | 77
met3 | 5 | 502
met2 | 69 | 4510
met1 | 1615 | 3830
li1 | 1552 | -
-- worst max path at each step --
stage	from	slack [ns]	end	depth (start not counted)
final	op[2]	3.55	result[6]	3
after global routing	op[2]	3.40	result[7]	3
after CTS	op[2]	3.50	result[1]	3
-- power groups by stage --
stage | combinational, W | sequential, W | clock (W)
after CTS | 0.000462 | 0.000487 | 0.000335
after global routing | 0.000522 | 0.000495 | 0.000351
final | 0.000453 | 0.000484 | 0.000322
-- kinds of logic after synthesis --
logic type,after synthesis,share of synthesized area (%)
AOI/OAI and AO/OA,66,9.24
buffers and inverters,63,4.89
xor gates and xnor gates,10,1.81
and+or+nand+nor,132,14.9
adders and majority gates,81,26.7
DFF,78,39.5
muxes,13,2.95
-- metrics by stage --
step / instances / setup WS [ns] / cell area, µm² / hold WS [ns] / utilization (%)
after floorplan: 443 / 4.44 / 4830 / 0.331 / -
after global placement: 619 / 3.53 / 5370 / 0.331 / 46.3
after detailed placement: 619 / 3.50 / 5370 / 0.335 / 46.3
after CTS: 634 / 3.50 / 5640 / 0.345 / 48.6
after global routing: 634 / 3.40 / 5640 / 0.347 / 48.6
final: 634 / 3.55 / 5640 / 0.345 / 48.6
-- sequential cells by signal (all words and copies together) (netlist names), 8 cells and up --
| name | flops |
|---|---|
| mult.result_mult | 16 |
| add_and_xor.result_aax | 9 |
| mult.mult2 | 16 |
| mult.a_int | 8 |
| mult.b_int | 8 |
| mult.mult1 | 16 |
-- layout make-up --
cell class | instances | area share [%]
timing repair buffer | 39 | 6.83
sequential | 78 | 33.8
clock buffer | 10 | 4.06
clock inverter | 5 | 0.643
multi-input combinational | 302 | 47.7
inverter | 57 | 3.79
tap | 143 | 3.17
-- worst max-delay path, delay by kind of cell --
kind	cells	cell delay [ns]
buffers and inverters	2	1.38
muxes	1	0.41
No activity file was given, so power comes from the tool's default toggle rates.
